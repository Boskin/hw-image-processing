**./config.mk**
```make
export PLATFORM = sky130hd
export DESIGN_NAME = multiplier_int
export DESIGN_NICKNAME = multiplier_int
export VERILOG_FILES = /design/flow/design.v
export SDC_FILE = /design/flow/constraint.sdc
export NUM_CORES = 4
export LEC_CHECK = 1
export CORE_UTILIZATION = 30
export SYNTH_HDL_FRONTEND = slang
```
**./constraint.sdc**
```tcl
current_design multiplier_int

set clk_period 2.4
set clk_io_pct 0.2

create_clock -name clk0 -period $clk_period [get_ports {clk}]

set non_clock_inputs [all_inputs -no_clocks]
set_input_delay [expr $clk_period * $clk_io_pct] -clock clk0 $non_clock_inputs
set_output_delay [expr $clk_period * $clk_io_pct] -clock clk0 [all_outputs]
```
**./design.v**
```verilog
module multiplier_int(
  clk,
  aresetn,
  opp_a,
  opp_b,
  out
);
  parameter OPP_W = 4;
  input clk;
  input aresetn;
  input [OPP_W - 1:0] opp_a;
  input [OPP_W - 1:0] opp_b;
  output [2 * OPP_W - 1:0] out;
  reg [OPP_W - 1:0] opp_a_pipe [0:OPP_W - 1];
  reg [OPP_W - 1:0] opp_b_pipe [0:OPP_W - 1];
  reg opp_a_sign [0:OPP_W];
  reg opp_b_sign [0:OPP_W];
  reg [2 * OPP_W - 1:0] acc [0:OPP_W - 1];
  reg [2 * OPP_W - 1:0] p_product [0:OPP_W - 1];
  integer i;
  always@(posedge clk, negedge aresetn) begin
    if(aresetn == 0) begin
      for(i = 0; i < OPP_W; i = i + 1) begin
        opp_a_pipe[i] <= 0;
        opp_b_pipe[i] <= 0;
        acc[i] <= 0;
      end
      for(i = 0; i <= OPP_W; i = i + 1) begin
        opp_a_sign[i] <= 0;
        opp_b_sign[i] <= 0;
      end
    end else begin
      opp_a_pipe[0] <= opp_a[OPP_W - 1] ? -opp_a : opp_a;
      opp_b_pipe[0] <= opp_b[OPP_W - 1] ? -opp_b : opp_b;
      opp_a_sign[0] <= opp_a[OPP_W - 1];
      opp_b_sign[0] <= opp_b[OPP_W - 1];
      for(i = 1; i < OPP_W; i = i + 1) begin
        opp_a_pipe[i] <= opp_a_pipe[i - 1];
        opp_b_pipe[i] <= opp_b_pipe[i - 1];
        opp_a_sign[i] <= opp_a_sign[i - 1];
        opp_b_sign[i] <= opp_b_sign[i - 1];
      end
      opp_a_sign[OPP_W] <= opp_a_sign[OPP_W - 1];
      opp_b_sign[OPP_W] <= opp_b_sign[OPP_W - 1];
      acc[0] <= p_product[0];
      for(i = 1; i < OPP_W; i = i + 1) begin
        acc[i] <= acc[i - 1] + p_product[i];
      end
    end
  end
  assign out = (opp_a_sign[OPP_W] ^ opp_b_sign[OPP_W]) ? 
    -acc[OPP_W - 1] : acc[OPP_W - 1];
  always@(*) begin
    for(i = 0; i < OPP_W; i = i + 1) begin
      p_product[i] = (opp_a_pipe[i] & {OPP_W{opp_b_pipe[i][i]}}) << i;
    end
  end
endmodule
```
**./run.sh**
```bash
#!/bin/bash
# OpenROAD 26Q1-2900-gdf79404cd8, Yosys 0.63+post, stock flow scripts
make -C /OpenROAD-flow-scripts/flow DESIGN_CONFIG=/design/flow/config.mk WORK_HOME=/design/flow/orfs finish
```
==> writeup.txt <==
Along the worst path, the maximum fanout reaches 3. Kind of cell with the highest combined delay on the critical path: buffers and inverters. The run gives 61 for the register bit count reported by yosys. The critical path in this run is classified as reg2out. The total die size was 7850 sq um; the vias after detailed routing was 1,127.

The most common library cell in the layout ignoring fill and taps is dfrtp_1. The number of warning messages in the yosys log was 0; the adder and majority cell fraction of the synthesized area was 10.5%. The dominant register cell in the synthesized netlist is dfrtp_1. The area fraction in compound gates came out at 4.28%. The register share of total power was 44.4%. The tightest min-delay check is of the in2async type. In the final report, the number of pins over their slew limit comes to 0.

The run gives 1530 sq um for the area taken by flip-flops and latches. After synthesis, the chip area reported by Yosys is 2250 sq um. The wire length per cell was 8.99 um. TritonCTS built the clock tree. Yosys mapped a number of flops with a built-in enable equal to 0. The part of the power in combinational logic was 10.2%; the total CTS buffers was 9.

Ranking logic cells in the layout by count gives the top entries dfrtp_1 (61), inv_1 (18), clkdlybuf4s50_1 (16). The run gives 56.3% as the worst slew margin relative to its limit. The buffering stage count on the worst path with inverters included is 2, and the xor and xnor area share after synthesis is 6.17%.

Multi-input combinational cell area: 671 sq um. Looking at the critical path, the single cell with the biggest stage delay is clkdlybuf4s50_1. The post-route clock period utilization is 95.3%.

The run gives 3.87 for the via density per instance. Yosys shows that the main logic family after synthesis is adder cells. The logs give 0.00211 W for the internal portion of total power and 0.00387 ns for the worst clock skew. The final weighted congestion recorded by global placement is 0.767.

Data arrives at the worst endpoint at 1.81 ns. The tool flagged a number of max-cap violations equal to 0. For this design the top-level I/O count stands at 18. The number of antenna violations at the first check in global routing was 0; the required arrival time at the worst endpoint was 1.92 ns. The count of nets left with antenna violations once routing finished came out at 0.

Before any placement, the netlist area is recorded as 2250 sq um. The floorplan step records an initial core utilization of 31.0%. The tools report the synthesized instance count as 159. The script parses the final routing iteration and logs DRC violations as 0. The die is 88.6 um wide.

The tools report the leakage power figure as 1.41 nW. For this run, the slowest stage of the critical path takes 0.47 ns. 0 antenna diodes ended up in the layout. The layout has 690 filler cells. For this block, the routed nets add up to 2620 um of wire. STA classifies the critical path endpoint as an output port. The power report attributes to the clock group a share of 45.4%. Per the post-CTS timing run, clock transition at the registers of the reported paths is 0.06 ns. The logs give 67.8% for the sequential element share of the synthesized area and 0 for the number of failing setup endpoints in the final timing report.

The first global-routing pass estimated 4900 um of wire. The violation tally recorded at the end of detailed-routing iteration 0 is 16. For reference, simple AND, OR, NAND and NOR cells occupy 7.45% of the area reported after synthesis. At the pin with the least slew margin, the transition time is 0.656 ns.

With the number of iterations in the first detailed-routing pass at 3, the clock latency reported for the late side of the worst-skew pair is 0.33 ns. VDD sags by at most 0.773 mV. The number of clock sinks came to 61.

The number of distinct library cells after synthesis was 20; the number of failing hold endpoints at the final stage was 0. The critical path startpoint category is a flip-flop. The tools report the all-layer global routing usage as 8.54%. The analysis attributes to net switching a power of 0.000526 W. The tools report the final HPWL from detailed placement as 1800 um. For the final routed database, the setup TNS stands at 0 ns.

Summing all placed instances gives a cell area of 2550 sq um. The run gives 88.6 um for the die extent in y. Counting flops with an async set or reset pin after synthesis yields a share of 100%. The mean instance size in the synthesized netlist works out to 14.2 sq um. In this run the post-CTS setup repair buffer count came out at 0. Minimum period implied by the final worst setup slack: 2.29 ns. The core area is 7250 sq um, and the number of input and output port buffers inserted is 17.

The switching part of the total works out to 20.0%. For reference, the top cells by area after synthesis are dfrtp_1 (68%), ha_1 (7.8%), and2_1 (3.6%). The cell count listed in synth_stat.txt was 159. Growth of design area from synthesis to finish: 26.4%.

For this run the aggregate overflow at the end of global routing stands at 0. The number of warnings reported in the stage logs is 25. Per the CTS log, the maximum H-tree level is 3.

The number of global-route vias before repair came out at 1,193. The cell at the root of the clock tree was clkbuf_8. For the deepest clock path buffer count, the log shows 2. The signal on the critical path passes through inv_1 > ha_1 > a31oi_1 > xor2_1 > clkdlybuf4s50_1. dfrtp_1 takes more of the synthesized area than any other cell. The share of cells above drive strength 1 came out at 11.5%. The report lists the number of standard-cell rows as 31. The multiplexer area fraction after synthesis came out at 0.500%.

Based on the critical path, the design can be clocked at up to 437 MHz. Entering global routing, the biggest net connects 33 pins. The power per cell area was 926 nW/um^2. The run finished with clean final reports. The run gives 67.8% for the area fraction of the dominant cell type after synthesis. For the completed layout, the total cell area is recorded as 2850 sq um.
## metal layers
metal,GRT usage [%],wire length (um)
met1,9.94,1090
met2,14.7,1300
met3,3.97,174
met4,1.76,55
met5,0,0
## path summary, 6_finish.rpt
kind	to	cells past startpoint	slack, ns	startpoint
setup / recovery	out[4]	5	0.11	acc[0]$_DFF_PN0_
max in group asynchronous	opp_a_pipe[1]$_DFF_PN0_	2	1.64	aresetn
hold / removal	opp_b_pipe[14]$_DFF_PN0_	1	0.18	aresetn
min in group clk0	opp_a_sign[1]$_DFF_PN0_	0	0.34	opp_a_sign[2]$_DFF_PN0_
setup reg to reg	acc[7]$_DFF_PN0_	5	0.78	opp_b_pipe[3]$_DFF_PN0_
hold reg to reg	opp_a_sign[1]$_DFF_PN0_	0	0.34	opp_a_sign[2]$_DFF_PN0_
## cell families after synthesis
| kind of cell | Yosys count |
|---|---|
| flip-flops | 61 |
| AND-OR/OR-AND | 16 |
| adder cells (fa/ha/maj) | 17 |
| multiplexers | 1 |
| XOR/XNOR | 15 |
| AND/OR/NAND/NOR | 30 |
| buffers and inverters | 19 |
## power groups by stage
stage | registers, W | logic, W | clock network, W
5_1_grt | 0.00118 | 0.000317 | 0.00128
6_report | 0.00117 | 0.000269 | 0.00119
4_1_cts | 0.00117 | 0.000271 | 0.00123
## synth_stat cells, types with 2 or more instances
library cell  instances
a21o_1                5
a21oi_1               5
a31oi_1               3
and2_1               13
dfrtp_1              61
fa_1                  3
ha_1                 14
inv_1                18
nand2_1               5
nand2b_1              3
nor2_1                4
nor3_1                2
nor4b_1               2
o21ai_0               3
xnor2_1               9
xor2_1                5
## metrics by stage
step | power (W) | instances | hold WS (ns) | utilization (%) | worst slack [ns]
after floorplan | 0.00131 | 159 | 0.184 | - | 0.869
after global placement | 0.00145 | 275 | 0.333 | 35.2 | 0.447
after detailed placement | 0.00146 | 275 | 0.335 | 35.2 | 0.432
after CTS | 0.00267 | 291 | 0.191 | 38.9 | 0.0653
after global routing | 0.00278 | 291 | 0.228 | 39.2 | -0.00818
final | 0.00263 | 291 | 0.180 | 39.2 | 0.112
## repair_timing
item	in CTS	in global routing
hold buffers	0	0
gates resized	0	3
endpoints found under the setup margin	0	4
## registers in the layout (all words and copies together), names as in the netlist
signal and count:
opp_a_sign 5, opp_b_pipe 10, acc 25, opp_b_sign 5, opp_a_pipe 16
## cell type report
cell class                 instances  share of cell area [%]
clock inverter                     6                    4.71
clock buffer                      10                    4.84
sequential                        61                    53.6
multi-input combinational         79                    23.6
timing repair buffer              18                    6.51
tap                               99                    4.35
inverter                          18                    2.37
Power and IR drop assume default switching activity.
