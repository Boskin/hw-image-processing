--- run.sh ---
#!/bin/bash
# OpenROAD 26Q1-2900-gdf79404cd8, Yosys 0.63+post, stock flow scripts
make -C /OpenROAD-flow-scripts/flow DESIGN_CONFIG=/design/flow/config.mk WORK_HOME=/design/flow/orfs finish
--- config.mk ---
export PLATFORM = sky130hd
export DESIGN_NAME = fifo_sync
export DESIGN_NICKNAME = fifo_sync
export VERILOG_FILES = /design/flow/design.v
export SDC_FILE = /design/flow/constraint.sdc
export NUM_CORES = 4
export LEC_CHECK = 1
export CORE_UTILIZATION = 30
export SYNTH_HDL_FRONTEND = slang
--- constraint.sdc ---
current_design fifo_sync

set clk_period 5.7
set clk_io_pct 0.2

create_clock -name clk0 -period $clk_period [get_ports {clk}]

set non_clock_inputs [all_inputs -no_clocks]
set_input_delay [expr $clk_period * $clk_io_pct] -clock clk0 $non_clock_inputs
set_output_delay [expr $clk_period * $clk_io_pct] -clock clk0 [all_outputs]
--- design.v ---
module fifo_sync(
  clk,
  aresetn,
  data_wr,
  wr_en,
  data_rd,
  rd_en,
  data_count,
  full,
  overflow,
  empty,
  underflow
);
  parameter DATA_W = 8;
  parameter SIZE = 32;
  localparam SIZE_W = $clog2(SIZE) + 1;
  localparam POINTER_W = $clog2(SIZE);
  input clk;
  input aresetn;
  input [DATA_W - 1:0] data_wr;
  input wr_en;
  output reg [DATA_W - 1:0] data_rd;
  input rd_en;
  output reg [SIZE_W - 1:0] data_count;
  output full;
  output reg overflow;
  output empty;
  output reg underflow;
  reg [DATA_W - 1:0] data [0:SIZE - 1];
  reg [POINTER_W - 1:0] head;
  reg [POINTER_W - 1:0] tail;
  assign full = data_count == SIZE;
  assign empty = data_count == 0;
  integer i;
  always@(posedge clk, negedge aresetn) begin
    if(aresetn == 0) begin
      for(i = 0 ; i < SIZE; i = i + 1) begin
        data[i] <= 0;
      end
      data_rd <= 0;
      data_count <= 0;
      overflow <= 0;
      underflow <= 0;
      head <= 0;
      tail <= 0;
    end else begin
      overflow <= 0;
      underflow <= 0;
      if(rd_en == 1) begin
        if(empty == 1) begin
          underflow <= 1;
        end else begin
          data_rd <= data[tail];
          data_count <= data_count - 1;
          tail <= tail + 1;
        end
      end
      if(wr_en == 1) begin
        if(full == 1) begin
          overflow <= 1;
          tail <= tail + 1;
        end else begin
          data_count <= data_count + 1;
        end
        data[head] <= data_wr;
        head <= head + 1;
      end
      if(rd_en == 1 && wr_en == 1) begin
        data_count <= data_count;
      end
    end
  end
endmodule
==> results_slide.txt <==
Implementation Results

Run status
  – Status: finished, final reports clean

Worst setup path
  – Worst-path maximum fanout: 6
  – Reg2Reg Launch Point: tail[0]
  – CP delay by family, top: simple AND/OR/NAND/NOR gates
  – WP depth: 5
  – Worst reg2reg setup slack: 2.95 ns
  – CP max-delay cell: nor4b_1
  – Crit path buf inv count: 2
  – Worst Setup End Kind: output port
  – Slowest cell delay on critical path: 0.73 ns
  – Worst R2R Path Depth: 5
  – Crit path DRT: 4.56 ns
  – R2R Path End: data_rd[6]
  – Crit path kind: reg2out
  – Crit start category: flop
  – Critical path arrival: 2.78 ns
  – Cell Chain, Critical Path: inv_1 > ha_1 > nor4b_1 > and2_1 > clkdlybuf4s50_1

Clock tree
  – CTS max path bufs: 3
  – CTS Root Buffer Type: clkbuf_16
  – H-tree depth: 1
  – Clock slew seen by the registers of the worst setup and hold paths: 0.06 ns
  – Cts repair resizes: 0
  – CTS tree: built
  – Clk latency of the worst-skew pair: 0.55 ns
  – Post-CTS setup repair buffer count: 0
  – CTS hold repair buffers: 0
  – Num Clock Sinks: 282
  – Inserted Clock Buffers: 30

Flow run
  – Max-cap viol count: 0
  – Total tool warning count: 31

Detailed routing
  – Initial DRC count: 381
  – DR pass1 iterations: 7
  – Avg Vias per Cell: 5.047
  – WL/cell: 20.63 um
  – Routed WL: 31.38 mm
  – # diodes: 0
  – Residual DRC count: 0
  – DR vias: 7,677
  – Post-route ant nets: 0

Global route
  – Gr usage total: 0.1526
  – Number of global-route vias before repair: 8,112
  – Global-route wire length before repair: 50.00 mm
  – Pin count of the biggest net entering global routing: 124
  – Grt ovf: 0
  – Initial antenna violation count: 0

Timing
  – Slew HR: 0.3936
  – Final TNS setup: 0 ns
  – Period utilization: 0.6877
  – Hold Vio Cnt, Final: 0
  – Worst-margin pin slew: 0.9062 ns
  – RSZ-0062 raised after global routing: false
  – Fmax: 0.2551 GHz
  – Pins Over Slew Limit: 0
  – Setup Skew: 0.02090 ns
  – Finish-stage setup viols: 0
  – Fin crit period: 3.920 ns

Logic synthesis
  – Post-synthesis average cell area: 14.76 um^2
  – Number of synthesis warnings: 0
  – Yosys cell count: 893
  – Number of synthesized flops with an enable pin: 0
  – Synthesized registers: 282
  – Yosys cell types: 57
  – Async SR Flop Fraction: 1.000
  – Yosys stat area: 13,180 um^2
  – Cell Area, Synth: 13,180 um^2
  – Dominant flop cell: dfrtp_1
  – Sequential area share after synthesis: 0.5356
  – Synthesized instance count: 893

Floorplan
  – Rows: 76
  – Placeable Area: 43,170 um^2
  – Io pins: 30
  – Die W: 211.6 um
  – Chip area: 44,760 um^2
  – Initial Utilization: 0.3052
  – Die height: 211.6 um

Power
  – Leak Pwr: 6.581 nW
  – Final Power: 8.100 mW
  – Peak VDD IR: 207.9 uV
  – PwrDens: 535.4 nW/um^2

Placed design
  – Final GP Congestion: 0.8488
  – Port Buffer Count: 29
  – DPL Wire Length: 19.84 mm

Final layout
  – Fillers: 4,106
  – Highest-count logic cell in the final layout: dfrtp_1
  – Area Overhead vs Synth: 14.82%
  – Comb area: 5752 um^2
  – Layout cells sized above 1: 0.4583
  – Reg area: 7066 um^2
  – Most instantiated logic cells after routing: dfrtp_1, mux2_2, mux4_2

Worst hold path
  – Hold WC Path Type: in2async
Yosys cell counts, types with 2 or more instances:
cell | number | area, um^2
a21oi_1 | 8 | 40.04
a22oi_1 | 5 | 37.54
a221oi_1 | 9 | 78.83
a311oi_1 | 3 | 26.28
or2_2 | 11 | 68.82
dfrtp_1 | 282 | 7057
buf_4 | 5 | 37.54
a211oi_1 | 6 | 45.04
nor2b_1 | 5 | 31.28
buf_1 | 2 | 7.510
nand4_1 | 5 | 31.28
ha_1 | 7 | 87.58
nand3_1 | 2 | 10.01
nand2b_1 | 2 | 12.51
and2_1 | 3 | 18.77
nor2_2 | 10 | 62.56
clkbuf_1 | 41 | 153.9
buf_6 | 6 | 67.56
nand3b_1 | 2 | 15.01
inv_1 | 9 | 33.78
mux2i_1 | 26 | 260.3
mux4_2 | 56 | 1261
nor2_1 | 23 | 86.33
nor3_1 | 8 | 40.04
mux2_2 | 269 | 3029
or2_1 | 2 | 12.51
o32ai_1 | 4 | 35.03
xor2_1 | 5 | 43.79
o22ai_1 | 6 | 37.54
buf_2 | 12 | 60.06
a21o_1 | 2 | 15.01
xnor2_1 | 5 | 43.79
o21ai_0 | 4 | 20.02
nand2_1 | 25 | 93.84
stage by stage:
stage / util / instances / setup WS, ns / hold slack [ns] / cell area, um^2
finish: 0.3505 / 1521 / 1.780 / 0.4989 / 15130
detailed placement: 0.3265 / 1467 / 2.194 / 0.4879 / 14090
global route: 0.3505 / 1521 / 1.640 / 0.5116 / 15130
floorplan: - / 893 / 3.156 / 0.4739 / 13180
CTS: 0.3505 / 1521 / 1.773 / 0.5010 / 15130
global placement: 0.3265 / 1467 / 2.212 / 0.4837 / 14090
worst max path at each step:
stage	start	endpoint	slack, ns
global route	data_count[1]	full	1.64
finish	data_count[0]	full	1.78
CTS	data_count[0]	full	1.77
power breakdown:
part / internal, mW / leakage [nW] / switching [mW]
Sequential: 2.81 / 3.64 / 0.594
Combinational: 1.56 / 2.43 / 1.12
Clock: 1.23 / 0.510 / 0.778
area by class of cell:
type,count,area share
Inverter,9,0.002233
Multi-Input combinational cell,535,0.3802
Tap cell,585,0.04838
Sequential cell,282,0.4670
Clock inverter,3,0.004300
Timing Repair Buffer,56,0.03374
Clock buffer,51,0.06417
cell families (layout without fill, tap and decap cells):
family / Yosys count / count (layout) / share of synthesized area
mux: 351 / 351 / 0.3454
compound gates: 61 / 61 / 0.03599
buf+inv: 76 / 119 / 0.02792
xor+xnor: 10 / 10 / 0.006647
simple gates: 106 / 106 / 0.04188
fa+ha+maj: 7 / 7 / 0.006647
flops: 282 / 282 / 0.5356
per-layer routing:
layer / GRT usage / wire length [um] / share of wire / vias up
li1: - / - / - / 3360
met4: 0.03148 / 807 / 0.026 / 0
met2: 0.2162 / 13790 / 0.44 / 217
met3: 0.05796 / 2691 / 0.086 / 57
met1: 0.2307 / 14090 / 0.45 / 4043
met5: 0 / 0 / 0 / -
sequential cells by signal, indices dropped and copies added (netlist names):
register / flops
data_count: 6
data: 256
data_rd: 8
tail: 5
underflow: 1
head: 5
overflow: 1
No activity file was given, so power comes from the tool's default toggle rates.
